==> flow/design.v <==
`timescale 1ns/1ps
module mem_data_sync
#(
  parameter integer DATA_WIDTH           = 8,
  parameter integer ARRAY                = 16,
  parameter integer MEM_DATA_WIDTH       = DATA_WIDTH*ARRAY
)
(
  input   wire                             clk,
  input   wire [ MEM_DATA_WIDTH  -1 : 0 ]  data_in,
  output  wire [ MEM_DATA_WIDTH  -1 : 0 ]  data_out
);
  genvar n, m;
  generate
    for (n = 0; n < ARRAY; n = n + 1)
    begin: SYNC_N
      for (m = 0; m <= n; m = m + 1)
      begin: SYNC_M
        wire [ DATA_WIDTH           -1 : 0 ]        a;
        wire [ DATA_WIDTH           -1 : 0 ]        a_dly;
        wire [ DATA_WIDTH           -1 : 0 ]        a_dly_fwd;
        assign a = data_in[n*DATA_WIDTH+:DATA_WIDTH];     
        if (m == 0)
          assign a_dly = a;
        else 
          assign a_dly = SYNC_N[n].SYNC_M[m-1].a_dly_fwd;
        if (m == n)
          assign data_out[n*DATA_WIDTH+:DATA_WIDTH] = SYNC_N[n].SYNC_M[m].a_dly_fwd; 
        register_sync #(DATA_WIDTH) read_addr_fwd (clk, a_dly, a_dly_fwd);
      end
    end
  endgenerate
  endmodule
`timescale 1ns/1ps
module register_sync #(
  parameter integer WIDTH                 = 8
) (
  input  wire                             clk,
  input  wire        [ WIDTH -1 : 0 ]     in,
  output wire        [ WIDTH -1 : 0 ]     out
);
  reg [ WIDTH -1 : 0 ] out_reg;
  always @(posedge clk)
  begin
      out_reg <= in;
  end
  assign out = out_reg;
endmodule
==> flow/run.sh <==
#!/bin/bash
# OpenROAD 26Q1-2900-gdf79404cd8, Yosys 0.63+post, stock flow scripts
make -C /OpenROAD-flow-scripts/flow DESIGN_CONFIG=/design/flow/config.mk WORK_HOME=/design/flow/orfs finish
==> flow/config.mk <==
export PLATFORM = sky130hd
export DESIGN_NAME = mem_data_sync
export DESIGN_NICKNAME = mem_data_sync
export VERILOG_FILES = /design/flow/design.v
export SDC_FILE = /design/flow/constraint.sdc
export NUM_CORES = 4
export LEC_CHECK = 1
export CORE_UTILIZATION = 50
==> flow/constraint.sdc <==
current_design mem_data_sync

set clk_period 1.0
set clk_io_pct 0.2

create_clock -name clk0 -period $clk_period [get_ports {clk}]

set non_clock_inputs [all_inputs -no_clocks]
set_input_delay [expr $clk_period * $clk_io_pct] -clock clk0 $non_clock_inputs
set_output_delay [expr $clk_period * $clk_io_pct] -clock clk0 [all_outputs]
==> run notes <==
yosys + openroad results -> fin crit share 125%, core utilization at floorplan about half, final weighted congestion in routability-driven placement 0.734, Setup Crit Path Kind reg -> out, worst slew pin tran about 140 ps, worst clock skew roughly 15 ps, average detailed-routed wire length per instance ~11 microns, filler cell count slightly below 3k, slowest stage cell, crit path dfxtp_2, time the worst path needs with I/O delays and setup around 1200 ps, number of pins with negative max-slew slack in the final report 0, post-synth design cell area around 22000 sq um, antenna viol nets, final 0, area reported by Yosys stat around 22000 sq um, nature of the critical path startpoint flip-flop, number of global-route vias before repair 7859, CTS tree yes, reg-to-reg setup timing slack 550 ps, start point of the critical path SYNC_N[2].SYNC_M[2].read_addr_fwd.out_reg[6], result of the run finished, violations left, Power Density ~3000 nW/um^2, Placed Cells incl. Taps around 1.9k, Logic cell area 0 sq um, maximum single-stage delay on the critical path about 330 ps, Max Cap Violations 0, required time at the worst-slack endpoint roughly 800 ps, element type at the critical path end output port, # DRC 0, per-instance average area after synthesis roughly 20 sq um, antenna violations before repair 3, depth of the worst register-to-register path 0, number of top-level design ports about 260, launch instance of the worst register-to-register path SYNC_N[5].SYNC_M[4].read_addr_fwd.out_reg[7], overall die area around 44000 sq um, highest attainable clock frequency about 800 MHz, Worst setup endpoint data_out[22], Netlist cell types 1, internal portion of total power 69.0 mW, Synth Warn # 1, number of rows created at floorplan 76, fraction of the yosys area taken by sequential cells 100%, final setup vio count roughly 130, arrival time at the worst endpoint about 1100 ps, power share of the sequential group ~55%, area of the core region between 40000 and 50000 sq um, Combinational Power Share 1.2%, total buffers and inverters traversed by the critical path 1, post-DP HPWL between 10 and 15 mm, detailed-route wire length 23.7 mm, share of power burned in the clock network between 40% and 50%, relative max-transition margin between 90% and 100%, count of port buffers added during placement 256, fraction of layout instances using a drive strength above 1 between 10% and 20%, Comb gates 0, path type of the worst min-delay path in -> reg, number of logic stages on the critical path including buffering 1, family of cells with the greatest summed delay on the critical path flip-flops, Via density about 3.8, DRT Pass-1 Iters 4, overall via count from detail_route between 8k and 9k, largest driver fanout on the critical path 1, first-pass GRT wire length about 38 mm, Die H 211 microns, # Cells Yosys between 1k and 1.5k, Final Hold Fails 0, number of logged tool warnings 28, storage element area between 20000 and 25000 sq um, maximum resistive drop on vdd 0.00215 V, H-tree depth 3, Static Leak around 12 nW, largest net degree at the start of global routing 16, series of cell instances along the critical path buf_2, switching share of power 17.7%, RSZ-0062 raised after global routing yes, flip-flop count of the largest register after layout 1088, post-placement worst setup slack -42.7 ps, later-pin clock latency in the skew report around 600 ps, TritonCTS buffer count 95, clock edge transition at the registers on the reported setup and hold paths about 60 ps, total net switching power about 15 mW, Horiz. Die Dim 211 microns, Finished Cell Area ~29000 sq um, clock tree buffer depth 3, Final Non-Filler Cells around 2.2k, worst path setup slack after routing -248 ps, number of synthesized register bits 1088, r2r endpoint SYNC_N[5].SYNC_M[5].read_addr_fwd.out_reg[7], GRT Total Usage roughly 11%, 1st-iter DRT viols 288, failing checks setup timing, root buffer cell clkbuf_16, area growth from synthesis to layout 31.3%, smallest hold slack about 44 ps, cell area after placement ~25000 sq um, gate count of the mapped netlist about 1.1k, number of clock sinks seen by CTS approximately 1.1k, aggregate global routing overflow 0
-- kinds of logic after synthesis --
family,after synthesis,synth area share [%]
DFF,1088,100
-- how the worst min path moves through the flow --
stage	cells past startpoint	endpoint	slack, ps	from
5_1_grt	1	SYNC_N[5].SYNC_M[0].read_addr_fwd.out_reg[6]	0.7	data_in[46]
4_1_cts	1	SYNC_N[6].SYNC_M[0].read_addr_fwd.out_reg[3]	0.2	data_in[51]
6_report	1	SYNC_N[11].SYNC_M[0].read_addr_fwd.out_reg[0]	40	data_in[88]
-- placed cells by master, fill, tap and decap left out --
master,count
dfxtp_2,38
clkdlybuf4s50_1,128
clkinvlp_4,3
buf_6,3
clkinv_2,7
inv_6,3
clkbuf_8,21
clkbuf_16,99
diode_2,2
dlygate4sd3_1,81
buf_2,125
dfxtp_1,1050
clkbuf_1,26
bufinv_16,11
-- cells in the mapped netlist (all sizes together) --
cell | number | area share [%]
dfxtp | 1088 | 100
-- metal layers --
metal | track usage [%] | up-vias | wire, microns
met5 | 0 | - | 10
met4 | 4.32 | 2 | 747
met3 | 4.36 | 68 | 1780
met2 | 15.5 | 230 | 10100
met1 | 18.1 | 3652 | 11100
li1 | - | 4242 | -
-- through the flow --
step	utilization [%]	power [mW]	TNS [ps]
finish	66.5	83.9	-25590
global route	66.5	87.2	-34660
CTS	66.3	85.0	-32380
detailed placement	58.3	48.1	-93.7
global placement	58.3	48.0	-93.2
floorplan	-	46.9	0
-- power groups by stage --
| stage | Clock, mW | Combinational [mW] | Sequential (mW) |
|---|---|---|---|
| CTS | 37.8 | 0.953 | 46.2 |
| global route | 39.8 | 1.05 | 46.4 |
| finish | 36.7 | 0.973 | 46.2 |
-- layout make-up --
type	instances	share of cell area, %
flip-flops and latches	1088	76.3
clock buffers	146	10.0
repair buffers	337	9.62
well taps	585	2.56
clock inverters	24	1.45
diodes	2	0.0175
-- repair_timing --
item,in CTS,in global routing
gates resized,426,10
hold endpoints to repair,75,6
hold buffers,75,6
setup buffers,0,0
endpoints found under the setup margin,128,128
No activity file was given, so power comes from the tool's default toggle rates.
