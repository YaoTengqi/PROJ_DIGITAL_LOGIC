==> /design/flow/design.v <==
module find_max #(
    parameter DATA_WIDTH = 16,
    parameter OUTPUT_CHANNEL = 10
) (
    input wire clk,
    input wire signed [DATA_WIDTH - 1 : 0] inp1,
    input wire signed [DATA_WIDTH - 1 : 0] inp2,
    input wire [4 : 0] index,
    output wire signed [4 : 0]  find_max_out
);
    reg signed [DATA_WIDTH : 0] result1;
    reg signed [DATA_WIDTH : 0] result2;
    (* MARK_DEBUG="true" *)reg signed [DATA_WIDTH : 0] max;
    reg [4 : 0] num;
    always @(posedge clk) begin
        result1 = inp1;
        result2 = inp2;
        if(index == 0) begin
            max = result1;
            num = 0;
        end
        else begin
            if(max < result1) begin
                max = result1;
                num = index - 2;
            end
            else if(max < result2) begin
                max = result2;
                num = index + 1 - 2;
            end
        end
    end
    assign find_max_out = num;
endmodule
==> /design/flow/run.sh <==
#!/bin/bash
# OpenROAD 26Q1-2900-gdf79404cd8, Yosys 0.63+post, stock flow scripts
make -C /OpenROAD-flow-scripts/flow DESIGN_CONFIG=/design/flow/config.mk WORK_HOME=/design/flow/orfs finish
==> /design/flow/config.mk <==
export PLATFORM = sky130hd
export DESIGN_NAME = find_max
export DESIGN_NICKNAME = find_max
export VERILOG_FILES = /design/flow/design.v
export SDC_FILE = /design/flow/constraint.sdc
export NUM_CORES = 4
export LEC_CHECK = 1
export CORE_UTILIZATION = 30
==> /design/flow/constraint.sdc <==
current_design find_max

set clk_period 5.7
set clk_io_pct 0.2

create_clock -name clk0 -period $clk_period [get_ports {clk}]

set non_clock_inputs [all_inputs -no_clocks]
set_input_delay [expr $clk_period * $clk_io_pct] -clock clk0 $non_clock_inputs
set_output_delay [expr $clk_period * $clk_io_pct] -clock clk0 [all_outputs]
==> notes.md <==
Implementation summary

The flow ran to the end, and the final reports show no timing, DRC or antenna violations. The static leakage is 1.14 nW. For this run, design rule violations remaining after detail routing come to 0. The via count of the first global-routing pass is 1337. The critical path's slowest stage uses the library cell sky130_fd_sc_hd__nand3_1. The number of setup buffers added after CTS is 0. The library cell appearing most often on the critical path is sky130_fd_sc_hd__nand3_1. The number of optimization iterations in the first detailed-route pass is 4. The post-route fraction of the period consumed by the critical path is 70.4%. Along the worst path, the maximum fanout reaches 16. The worst register-to-register path depth is 7. The worst-case max-slew headroom was logged as 44.3%. In this run the tools logged warnings totalling 26. TritonCTS reports the number of clock sinks as 21. The count of instantiated cells in the yosys netlist is roughly 190. The endpoint of the most critical setup path is max[0]. The most critical setup path has its startpoint at inp1[15]. Post-CTS repair changed the size of 0 cells. The clock tree from TritonCTS is yes. The setup slack of the most critical reg-to-reg path is 2.68 ns. For the worst reg-to-reg path, the endpoint reported by OpenROAD is max[0].

The worst voltage drop across the vdd grid is 0.000308 V. The layout stage reports a final design area of 2360 um2. The floorplan step defined a core boundary enclosing 5890 um2. The total wirelength of the detailed-routed design is about 3600 um. Once detail routing completed, the nets flagged for antenna violations numbered 0. The arrival time at the worst endpoint is between 3 and 4 ns. STA classifies the critical path startpoint as an input port. Synthesis instantiated 39 different standard cells from the library.

The number of warnings issued by yosys is 1. Looking at the clock tree report, the H-tree level count equals 1. Max-cap violations in this run came to 0. For this run, the detailed router reports a per-instance via density of approximately 4.7. The detailed router finished its first iteration with 47 violations. Setup repair after global routing left no endpoint under its margin. For this run, the register share of the synthesized area comes to between 30% and 40%.

The buffer cell driving the clock tree root is sky130_fd_sc_hd__clkbuf_8. The required time of the critical path is 5.48 ns. Per the post-synthesis stats, the area per cell is 9.77 um2.

The total of fill cells in the finished design is 594. The worst path setup slack after routing is between 1.5 and 2 ns. The worst-case hold slack is 0.555 ns. The number of antenna violations at the first check in global routing is 0. After layout, the design draws a total of 1.03 mW. The final setup TNS is 0 ns. The cell area after technology mapping is 1830 um2. For reference, the final report shows the hold violation count at 0. Pins over their slew limit in the final report were tallied at 0. The maximum buffer depth of the clock tree is 2. In this run, placement finished with an instance count of 302. TritonRoute output was used to compute an average wire per cell of roughly 12 um.

The die is 80.0 um wide. Global routing used 12.3% of the available tracks. Counting I/O delays and the setup requirement, the final critical path takes 4.01 ns. STA classifies the critical path endpoint as a flop.

Counting the buffers created by CTS gives 3. In this run the layout overhead on the synthesized area is reported as 29.2%. The placement summary gives the final routability congestion estimate as 0.830.

The peak per-stage delay on the critical path is 0.63 ns. The synthesized netlist cell count is 187. The half-perimeter wire length of the detailed placement result is 2920 um.

For reference, the critical path cell chain is clkdlybuf4s50_1 -> inv_1 -> ha_1 -> nand3_1 -> nor2_1 -> a221o_1 -> or3_1 -> nand2_1 -> nand3_1. Static timing analysis puts the maximum clock frequency at 249 MHz. Cells fill 40.1% of the core in the end. The final-report setup violation count is 0. The maximum number of pins on one net before global-route repair is 17. Looking at the setup timing report, the critical path kind is in2reg. The slew at the pin with the worst max-slew slack is ~0.83 ns. The count of antenna diodes in the layout is 0. OpenSTA, run right after detailed placement, puts the worst setup slack at roughly 1.4 ns. For this run the aggregate overflow at the end of global routing stands at 0. The hold buffer count at cts is 0. The source-to-sink clock delay at the later pin of the worst-skew pair is 0.26 ns. The floorplan report gives the top-level pin count as 43. STA reports the tightest min-delay check as being of type reg2reg.

The synthesized flop and latch total is 21. The clock edge transition at the registers on the reported setup and hold paths is around 0.070 ns. Buffers placed on the I/O ports in this run total between 40 and 50.

Ranking logic cells in the layout by count gives the top entries 42 x sky130_fd_sc_hd__clkdlybuf4s50_1, 35 x sky130_fd_sc_hd__inv_1, 33 x sky130_fd_sc_hd__ha_1. The reg-to-reg critical path startpoint is max[6]. Counting only logic cells after layout, the most numerous master is sky130_fd_sc_hd__clkdlybuf4s50_1. The first global-routing pass estimated 5950 um of wire.

Before placement the cells fill 31.0% of the core. The total power divided by cell area is 437 nW/um2. The largest clock skew in the final design is just over 0.008 ns. The total via count in the routed design is 1435. The chip area line of the yosys report is 1830 um2. According to the floorplan log, the row count is 28. The post-detailed-placement cell area is 2310 um2.

The layout cell share with drive strength beyond 1 is 4.33%. The final report lists a non-filler cell total of 306. In this run the full chip footprint comes out at ~6400 um2. The height of the die is 80.0 um. The hold path startpoint is num[3].
Yosys cell counts:
| cell type | instances | area share (%) |
|---|---|---|
| sky130_fd_sc_hd__buf_6 | 1 | 0.62 |
| sky130_fd_sc_hd__a221oi_2 | 1 | 0.82 |
| sky130_fd_sc_hd__a221o_1 | 1 | 0.55 |
| sky130_fd_sc_hd__o21ai_1 | 1 | 0.27 |
| sky130_fd_sc_hd__nand2_1 | 11 | 2.3 |
| sky130_fd_sc_hd__o2bb2ai_1 | 1 | 0.48 |
| sky130_fd_sc_hd__and3_1 | 1 | 0.34 |
| sky130_fd_sc_hd__o211ai_1 | 3 | 1.2 |
| sky130_fd_sc_hd__or2_2 | 1 | 0.34 |
| sky130_fd_sc_hd__o311a_1 | 1 | 0.55 |
| sky130_fd_sc_hd__mux2i_1 | 19 | 10 |
| sky130_fd_sc_hd__mux2_1 | 2 | 1.2 |
| sky130_fd_sc_hd__o21ai_2 | 1 | 0.48 |
| sky130_fd_sc_hd__dfxtp_1 | 5 | 5.5 |
| sky130_fd_sc_hd__or3_1 | 1 | 0.34 |
| sky130_fd_sc_hd__o31ai_1 | 3 | 1.2 |
| sky130_fd_sc_hd__nor3b_1 | 1 | 0.41 |
| sky130_fd_sc_hd__buf_1 | 1 | 0.21 |
| sky130_fd_sc_hd__a21o_1 | 4 | 1.6 |
| sky130_fd_sc_hd__ha_1 | 33 | 23 |
| sky130_fd_sc_hd__xnor2_1 | 1 | 0.48 |
| sky130_fd_sc_hd__nor3_1 | 2 | 0.55 |
| sky130_fd_sc_hd__buf_12 | 1 | 1.1 |
| sky130_fd_sc_hd__xor2_1 | 2 | 0.96 |
| sky130_fd_sc_hd__o31a_1 | 1 | 0.48 |
| sky130_fd_sc_hd__a211oi_1 | 2 | 0.82 |
| sky130_fd_sc_hd__a221oi_1 | 1 | 0.48 |
| sky130_fd_sc_hd__and2_1 | 1 | 0.34 |
| sky130_fd_sc_hd__o32ai_1 | 1 | 0.48 |
| sky130_fd_sc_hd__nor4_2 | 1 | 0.68 |
| sky130_fd_sc_hd__o21ai_0 | 3 | 0.82 |
| sky130_fd_sc_hd__mux2_2 | 1 | 0.62 |
| sky130_fd_sc_hd__nand4_1 | 3 | 1.0 |
| sky130_fd_sc_hd__edfxtp_1 | 16 | 26 |
| sky130_fd_sc_hd__a21boi_1 | 1 | 0.41 |
| sky130_fd_sc_hd__nand3_1 | 4 | 1.1 |
| sky130_fd_sc_hd__nor2_1 | 8 | 1.6 |
| sky130_fd_sc_hd__inv_1 | 35 | 7.2 |
| sky130_fd_sc_hd__a21oi_1 | 11 | 3.0 |
power by group:
group | internal, mW | switching [mW]
clock | 0.0488 | 0.0513
combinational | 0.280 | 0.308
sequential | 0.293 | 0.0489
total | 0.623 | 0.408
registers in the layout (all words and copies together), names as in the netlist:
register,cells
max,16
num,5
per-layer routing:
layer,vias up,global-route usage (%),share of wire (%)
met4,0,0.893,0.61
met3,2,2.09,4.9
li1,759,-,-
met5,-,0,0
met1,644,18.3,50
met2,30,20.0,45
cells by family after synthesis:
group | count (synthesis) | share of synthesized area, %
simple gates | 34 | 9.04
flops | 21 | 31.8
buf+inv | 38 | 9.11
fa+ha+maj | 33 | 22.6
compound gates | 36 | 13.8
xor+xnor | 3 | 1.44
mux | 22 | 12.3
critical path, delay by kind of cell:
family,cells,cell delay (ns)
buf+inv,2,0.52
fa+ha+maj,1,0.37
simple gates,5,1.40
compound gates,1,0.37
how the worst min path moves through the flow:
stage         to  slack (ns)  cells past startpoint
6_report  num[3]        0.55                      2
5_1_grt   num[3]        0.60                      2
4_1_cts   num[3]        0.56                      2
area by class of cell:
| cell class | count | area (um2) | area share [%] |
|---|---|---|---|
| clock buffer | 3 | 41.3 | 1.75 |
| timing repair buffer | 43 | 428 | 18.1 |
| clock inverter | 1 | 5.00 | 0.212 |
| multi-input combinational | 128 | 1080 | 45.8 |
| inverter | 35 | 131 | 5.57 |
| sequential | 21 | 581 | 24.6 |
| tap | 75 | 93.8 | 3.98 |
Power figures rest on the tool's default switching activity, not on a simulated workload.
